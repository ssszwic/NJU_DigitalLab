==> design.v <==
module bcd7seg(
    input           [3:0]           bcd             ,
    output  reg     [7:0]           seg_sign        ,             
    output          [7:0]           seg_num                      
);
wire        [3:0]   num;
assign num = (bcd[3]) ? (~bcd + 1) : bcd;
always@(*) begin
    case(num[3:0])
        4'd0:   seg_num = ~8'b11111100;
        4'd1:   seg_num = ~8'b01100000;
        4'd2:   seg_num = ~8'b11011010;
        4'd3:   seg_num = ~8'b11110010;
        4'd4:   seg_num = ~8'b01100110;
        4'd5:   seg_num = ~8'b10110110;
        4'd6:   seg_num = ~8'b10111110;
        4'd7:   seg_num = ~8'b11100000;
        4'd8:   seg_num = ~8'b11111110;
        default:seg_num = ~8'b00000000;
    endcase
end
assign seg_sign = (bcd[3]) ? ~8'b00000010 : ~8'b00000000;
endmodule
==> run.sh <==
#!/bin/bash
# OpenROAD 26Q1-2900-gdf79404cd8, Yosys 0.63+post, stock flow scripts
make -C /OpenROAD-flow-scripts/flow DESIGN_CONFIG=/design/flow/config.mk WORK_HOME=/design/flow/orfs finish
==> config.mk <==
export PLATFORM = sky130hd
export DESIGN_NAME = bcd7seg
export DESIGN_NICKNAME = bcd7seg
export VERILOG_FILES = /design/flow/design.v
export SDC_FILE = /design/flow/constraint.sdc
export NUM_CORES = 4
export LEC_CHECK = 1
export CORE_AREA = 10 10 70 70
export DIE_AREA = 0 0 80 80
==> constraint.sdc <==
current_design bcd7seg

set clk_period 1.5
set clk_io_pct 0.2

create_clock -name clk0 -period $clk_period

set non_clock_inputs [all_inputs -no_clocks]
set_input_delay [expr $clk_period * $clk_io_pct] -clock clk0 $non_clock_inputs
set_output_delay [expr $clk_period * $clk_io_pct] -clock clk0 [all_outputs]
==> impl_metrics.json <==
{
  "ir_drop_uv": 69.8,
  "grt_setup_unrepaired": "true",
  "cp-start-kind": "primary input",
  "vias_per_cell": 3.28,
  "synth_area_per_cell_um2": 7.14,
  "fin_crit_ns": 1.75,
  "antenna_found_initial": 0,
  "final-seq-area_um2": 0,
  "setup_ws_ns": -0.254,
  "xor_share_pct": 6.64,
  "num-fill-cells": 355,
  "status": "finished, violations left",
  "drtIter0Drc": 15,
  "grt_overflow_total": 0,
  "hold_viol_final": 0,
  "final_util_pct": 23.4,
  "largest_area_cell": "buf_4",
  "ys_area_um2": 264,
  "ys_cells": 37,
  "comb_power_share_pct": 100.0,
  "hpwl_um": 816,
  "final_cell_mix": "buf_4, buf_6, conb_1, buf_2, a211oi_2",
  "crit_path_end_kind": "output port",
  "first_global_vias": 448,
  "setup_viol": 7,
  "p_switching_mw": 0.120,
  "area_growth_pct": 203,
  "slew_viol_final": 0,
  "synth_adder_area_share_pct": 19.0,
  "drive_above_1_share_pct": 83.8,
  "rows": 21,
  "synth_cell_type_count": 20,
  "post_drt_wl_per_cell_um": 11.1,
  "fmax_ghz": 0.570,
  "synth_warnings": 12,
  "synth.cellmix.simpleShare_pct": 23.7,
  "topCellsByArea": "buf_4, ha_1, a211oi_1",
  "hold_class": "in -> out",
  "synth_seq_share_pct": 0,
  "worstPathArrival_ns": 1.45,
  "drv_cap": 0,
  "drcViolationCount": 0,
  "wl_mm": 1.33,
  "portBuffers": 12,
  "logic_family": "buffers and inverters",
  "mostFrequentLayoutCell": "buf_4",
  "netlist_instances": 37,
  "ff_count": 0,
  "power.share.clock_pct": 0,
  "hold_buffers": 0,
  "powerDensity_nw_per_um2": 365,
  "fp_util_pct": 7.73,
  "die_height_um": 80,
  "firstDrtPassIters": 2,
  "finalCritPeriodShare_pct": 117,
  "synthMuxAreaShare_pct": 0,
  "grt_start_max_net_pins": 6,
  "path_class": "in -> out",
  "log.warning_count": 35,
  "setup-tns-final_ns": -1.53,
  "fin_area_um2": 800,
  "dieArea_um2": 6400,
  "violations": "setup timing",
  "top_cell_area_share_pct": 22.7,
  "total_leakage_power_nw": 0.349,
  "swShare_pct": 41.3,
  "path_max_fanout": 5,
  "vias": 393,
  "io_pins": 20,
  "grtUsageTotal_pct": 4.00,
  "detail-route-antenna-nets": 0,
  "p_seq_share_pct": 0,
  "synth_area_um2": 264,
  "placed_cell_area_um2": 524,
  "internal_power_mw": 0.171,
  "antenna_cells": 0,
  "die_w_um": 80,
  "clock_buffer_count": 0,
  "ys_sh_aoi_pct": 22.3,
  "cp.required_ns": 1.20,
  "coreArea_um2": 3420,
  "grt_pass1_wl_mm": 2.16,
  "place_congestion": 0.614
}
==> layer usage <==
metal / wire length (µm) / vias up / global-route usage [%]
met5: 0 / - / 0
met4: 10 / 0 / 0.352
met3: 66 / 2 / 0.568
met2: 704 / 13 / 7.38
met1: 544 / 187 / 4.90
li1: - / 191 / -
==> Yosys cell counts <==
cell and number:
and2_1 1, a221oi_1 1, nand2_1 1, ha_1 4, nor2_1 2, nor4_2 1
inv_1 2, or4_4 1, a211oi_1 3, inv_2 1, xnor2_1 1, conb_1 1
buf_4 8, nand2b_1 1, nor3_1 3, a21oi_1 2, o21ai_0 1, a31oi_1 1
xor2_1 1, o22ai_1 1
==> power by group through the flow <==
stage                 sequential (mW)  combinational (mW)  clock (mW)
final                               0               0.292           0
after global routing                0               0.314           0
after CTS                           0               0.280           0
==> stage by stage <==
step                      worst slack, ns  instances  total power, mW  hold slack, ns
after detailed placement            -1.22        105            0.177            1.69
after CTS                          -0.267        120            0.280            1.01
final                              -0.254        120            0.292            1.01
after global placement              -1.21        105            0.175            1.69
after floorplan                    0.0107         44           0.0762           0.618
after global routing               -0.308        120            0.314            1.04
==> kinds of logic (layout without fill, tap and decap cells) <==
logic type,after synthesis,count (layout)
compound gates,9,9
xor+xnor,2,2
fa+ha+maj,4,4
buf+inv,11,41
other cells,1,8
simple gates,10,10
==> worst max-delay path, stage by stage <==
cell and delay, ns:
buf_8 0.10, inv_4 0.06, ha_4 0.20, nand2_4 0.06, o21ai_4 0.08, buf_4 0.15
and2_4 0.17, a221oi_2 0.21, buf_2 0.13
==> area by class of cell <==
cell class / instances / area (µm²) / share of cell area, %
timing repair buffer: 38 / 340 / 42.6
multi-input combinational: 33 / 385 / 48.2
tap: 46 / 57.6 / 7.20
inverter: 3 / 16.3 / 2.03
==> worst paths after layout <==
check    from    endpoint  slack [ns]  depth (start not counted)
min    bcd[0]  seg_num[7]        1.01                          4
max    bcd[1]  seg_num[1]       -0.25                          9
==> what timing repair did <==
item / in CTS / in global routing
gates resized: 75 / 4
pin swaps: 16 / 7
gates cloned: 0 / 0
endpoints found under the setup margin: 8 / 7
buffers inserted: 15 / 0
No activity file was given, so power comes from the tool's default toggle rates.
