<file path="flow/run.sh">
#!/bin/bash
# OpenROAD 26Q1-2900-gdf79404cd8, Yosys 0.63+post, stock flow scripts
make -C /OpenROAD-flow-scripts/flow DESIGN_CONFIG=/design/flow/config.mk WORK_HOME=/design/flow/orfs finish
</file>
<file path="flow/config.mk">
export PLATFORM = sky130hd
export DESIGN_NAME = vga_ctrl
export DESIGN_NICKNAME = vga_ctrl
export VERILOG_FILES = /design/flow/design.v
export SDC_FILE = /design/flow/constraint.sdc
export NUM_CORES = 4
export LEC_CHECK = 1
export CORE_UTILIZATION = 40
</file>
<file path="flow/design.v">
module vga_ctrl(
    input                           sys_clk         ,
    input                           sys_rst_n       ,
    input               [23:0]      vga_data        ,
    output  reg         [9:0]       h_addr          ,
    output  reg         [9:0]       v_addr          ,
    output  reg                     hsync           ,
    output  reg                     vsync           ,
    output  reg                     valid           ,
    output  reg         [7:0]       vga_r           ,
    output  reg         [7:0]       vga_g           ,
    output  reg         [7:0]       vga_b           
);
localparam      H_FRONTPORCH    =   96  ,
                H_ACTIVE        =   144 ,
                H_BACKPORCH     =   784 ,
                H_TOTAL         =   800 ;
localparam      V_FRONTPORCH    =   2   ,
                V_ACTIVE        =   35  ,
                V_BACKPORCH     =   515 ,
                V_TOTAL         =   525 ;
reg         [9:0]   h_cnt       ;
reg         [9:0]   v_cnt       ;
always@(posedge sys_clk or negedge sys_rst_n) begin
    if(~sys_rst_n) begin
        h_cnt   <=  10'b0; 
    end
    else if(h_cnt == H_TOTAL - 1) begin
        h_cnt   <=  10'd0;   
    end
    else begin
        h_cnt   <=  h_cnt + 1; 
    end
end
always@(posedge sys_clk or negedge sys_rst_n) begin
    if(~sys_rst_n) begin
        v_cnt   <=  10'b0; 
    end
    else if(h_cnt == H_TOTAL - 1) begin
        if(v_cnt == V_TOTAL - 1) begin
            v_cnt   <=  10'd0;
        end
        else begin
            v_cnt   <=  v_cnt + 1; 
        end
    end
    else begin
        v_cnt   <=  v_cnt; 
    end 
end
always@(posedge sys_clk or negedge sys_rst_n) begin
    if(~sys_rst_n) begin
        h_addr  <=  10'b0;
    end
    else if((h_cnt > H_ACTIVE - 3) && (h_cnt < H_BACKPORCH - 2)) begin
        h_addr  <=  h_cnt - (H_ACTIVE - 2); 
    end
    else begin
        h_addr  <=  10'd0; 
    end
end
always@(posedge sys_clk or negedge sys_rst_n) begin
    if(~sys_rst_n) begin
        v_addr  <=  10'b0;
    end
    else if((v_cnt > V_ACTIVE - 3) && (v_cnt < V_BACKPORCH - 2)) begin
        v_addr  <=  v_cnt - (V_ACTIVE - 2); 
    end
    else begin
        v_addr  <=  10'd0; 
    end
end
always@(posedge sys_clk or negedge sys_rst_n) begin
    if(~sys_rst_n) begin
        hsync   <=  1'b1;
        vsync   <=  1'b1;
    end
    else begin
        if(h_cnt < (H_FRONTPORCH - 1)) begin
            hsync   <=  1'b0; 
        end
        else begin
            hsync   <=  1'b1; 
        end
        if(v_cnt < (V_FRONTPORCH - 1)) begin
            vsync   <=  1'b0; 
        end
        else begin
            vsync   <=  1'b1; 
        end
    end
end
always@(posedge sys_clk or negedge sys_rst_n) begin
    if(~sys_rst_n) begin
        valid   <=  1'b0;
    end
    else if(h_cnt > (H_ACTIVE - 2) && h_cnt < (H_BACKPORCH - 1)
            && v_cnt > (V_ACTIVE - 2) && v_cnt < (V_BACKPORCH - 1)) begin
        valid   <=  1'b1; 
    end
    else begin
        valid   <=  1'b0; 
    end
end
always@(posedge sys_clk or negedge sys_rst_n) begin
    if(~sys_rst_n) begin
        {vga_r, vga_g, vga_b}   <=  24'b0;
    end
    else begin
        {vga_r, vga_g, vga_b}   <=  vga_data;
    end
end
endmodule
</file>
<file path="flow/constraint.sdc">
current_design vga_ctrl

set clk_period 4.9
set clk_io_pct 0.2

create_clock -name clk0 -period $clk_period [get_ports {sys_clk}]

set non_clock_inputs [all_inputs -no_clocks]
set_input_delay [expr $clk_period * $clk_io_pct] -clock clk0 $non_clock_inputs
set_output_delay [expr $clk_period * $clk_io_pct] -clock clk0 [all_outputs]
</file>
==> run notes <==
impl run done, here's what came out: RSZ-0062 raised after global routing false, Hold Path Stages 1, cts repair resizes 0, Pleak 1.623 nW, FF-to-FF Start v_cnt[0], FF-to-FF End v_addr[5], GR Overflow Total 0, Max Slew Vio Count 0, Hold Crit Class register to register, Sw Pwr 0.2254 mW, CP max stage cell dfstp_2, delay-heaviest family, CP flip-flops, Final min period 2.289 ns, die width 85.13 microns, switching share of power 0.2107, Yosys top cell by instances dfrtp_1, Post-CTS Setup Bufs 0, share of post-route cells with drive strength above 1 0.09779, Crit path required time 3.92 ns, top cells by count, synth 65 x dfrtp_1, 29 x nor2_1, 17 x nand2_1, 13 x xnor2_1, 11 x inv_1, worst reg-to-reg setup slack 2.64 ns, Final Cycle Share 0.4672, 1st-pass router iterations 4, Die Height 85.13 microns, worst vdd rail ir drop 0.1277 mV, CP Cell Sequence clkdlybuf4s50_1, Combinational Power Share 0.043, CP Class register to output port, Chip Area 7246 sq um, yosys cell count 242, via count 1,974, Top-area cell share 0.5885, Post-synth EDFFs 0, Top Ports 73, Unique cell types 47, Startpoint Class register, clock power share 0.429, CTS Sinks 67, Mapped Area 2764 sq um, final setup violating endpoints 0, first-pass GRT wire length 8.901 mm, Worst slew margin 0.5750, Vias per Instance 5.010, CORE AREA 6495 sq um, number of global-route vias before repair 1,839, WL/cell 13.52 microns, Mean Syn Cell Area 11.42 sq um, CP Max Fanout 1, crit path DAT 1.31 ns, Post-Route WL 5.327 mm, WHS Endpoint v_cnt[8], row cnt 29, Fmax achieved 436.9 MHz, CTS Buf Count 9, dpl hpwl 3.667 mm, Max-cap violations 0, CP peak stage delay 0.52 ns, worst slew pin tran 0.6375 ns, post-cts hold-fix buffer tally 0, antenna violations before repair 0, OpenROAD warning count 29, HP Start v_cnt[8], Tot GR Track Use 0.1599, Seq cells post-synth 67, Root Driver clkbuf_8, Layout area overhead 34.59%, Setup crit end kind output port, Insertion Delay late pin 0.33 ns, buffers plus inverters on the worst setup path 1, skew final 0.006037 ns, PwrDens 287.5 nW/um^2, buffers added on ports 72, H-Tree Depth 3, gpl congestion 0.9051, worst r2r path cells 6, post-synthesis chip area from yosys 2764 sq um, Synth warnings 1, fp_density 0.4255, Post-synth area hogs dfrtp_1 59%, xnor2_1 4.1%, nor2_1 3.9%, final hold vios 0, area leader, netlist dfrtp_1, Antenna diodes 0, outcome finished clean, Clock Pin Slew Worst Setup and Hold Paths 0.07 ns, post-route ant nets 0, internal power 0.8443 mW, Syn Inst Count 242, CTS Buffer Depth 2, pin count of the biggest net entering global routing 39, main flop type dfrtp_1, setup TNS 0 ns, Residual DRC 0, CTS tree built, ys async rst share 1.000, DRT iter0 DRCs 58, Synth Seq Share 0.6075, Flop pwr share 0.528, hold slack 0.5339 ns
-- state kept, by name, summed over array words and instances, names as in the netlist, 8 cells and up --
signal  count
vga_b       8
h_addr     10
h_cnt      10
vga_r       8
v_cnt      10
vga_g       8
v_addr     10
-- metrics by stage --
stage | power, mW | cell area [sq um] | cells | setup slack (ns) | utilization
6_report | 1.070 | 3720 | 394 | 2.611 | 0.5727
5_1_grt | 1.119 | 3720 | 394 | 2.448 | 0.5727
4_1_cts | 1.084 | 3720 | 394 | 2.589 | 0.5727
3_5_place_dp | 0.6229 | 3517 | 378 | 2.676 | 0.5415
3_3_place_gp | 0.6225 | 3517 | 378 | 2.740 | 0.5415
2_1_floorplan | 0.5732 | 2764 | 242 | 2.829 | -
-- power groups by stage --
stage	clock network, mW	registers (mW)	logic (mW)
6_report	0.459	0.565	0.0459
4_1_cts	0.472	0.565	0.0474
5_1_grt	0.502	0.565	0.0509
-- placed cells by master, fill, tap and decap left out, types with 2 or more instances in the layout --
master / instances
clkdlybuf4s50_1: 71
dfrtp_1: 65
nor2_1: 29
nand2_1: 17
xnor2_1: 13
inv_1: 11
nand3_1: 10
clkbuf_8: 10
nor3_1: 9
a21oi_1: 7
ha_1: 7
o21ai_0: 6
xor2_1: 5
or3_1: 4
nand4_1: 3
a2bb2oi_1: 3
mux2_2: 3
nor3_2: 2
and2_1: 2
o2bb2ai_1: 2
o31ai_1: 2
a32o_1: 2
nor4_1: 2
clkinv_4: 2
clkinv_2: 2
dfstp_2: 2
-- kinds of logic after synthesis --
group                    Yosys count  synth area share
AND/OR/NAND/NOR                   92            0.1752
AND-OR/OR-AND                     30           0.07742
adder cells (fa/ha/maj)            7           0.03169
multiplexers                       3           0.01222
buffers and inverters             25           0.03893
flip-flops                        67            0.6075
XOR/XNOR                          18           0.05704
-- how the worst max path moves through the flow --
| stage | from | endpoint | slack [ns] | cells after the start |
|---|---|---|---|---|
| finish | vsync | vsync | 2.61 | 1 |
| global route | v_cnt[0] | v_addr[5] | 2.45 | 6 |
| CTS | vsync | vsync | 2.59 | 1 |
-- routing by layer --
metal,share of wire,track usage,vias to the layer above
li1,-,-,964
met1,0.51,0.2760,934
met2,0.41,0.2229,66
met3,0.058,0.03258,10
met4,0.019,0.02773,0
met5,0,0,-
-- worst reg2reg max path, cell delays in order, from the launching register on --
cell and delay [ns]:
dfrtp_1 0.49, inv_1 0.14, ha_1 0.29, or4b_1 0.51
a21oi_1 0.24, a2bb2oi_2 0.35, nor3_1 0.11
-- final cells by class --
class | count | area [sq um]
clock buffers | 10 | 137.6
clock inverters | 6 | 65.06
fillers | 531 | 2775
multi-input cells | 150 | 977.2
well taps | 77 | 96.34
repair buffers | 73 | 723.2
inverters | 11 | 41.29
flip-flops and latches | 67 | 1679
Power and IR drop assume default switching activity.
